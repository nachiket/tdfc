==> /design/flow/design.v <==
module illm_d1_ScOrEtMp48_fsm (clock, reset, a0_e, a0_v, a0_b, a1_e, a1_v, a1_b, a2_e, a2_v, a2_b, a3_e, a3_v, a3_b, a4_e, a4_v, a4_b, a5_e, a5_v, a5_b, a6_e, a6_v, a6_b, a7_e, a7_v, a7_b, b0_e, b0_v, b0_b, b1_e, b1_v, b1_b, b2_e, b2_v, b2_b, b3_e, b3_v, b3_b, b4_e, b4_v, b4_b, b5_e, b5_v, b5_b, b6_e, b6_v, b6_b, b7_e, b7_v, b7_b, statecase);
  input  clock;
  input  reset;
  input  a0_e;
  input  a0_v;
  output a0_b;
  input  a1_e;
  input  a1_v;
  output a1_b;
  input  a2_e;
  input  a2_v;
  output a2_b;
  input  a3_e;
  input  a3_v;
  output a3_b;
  input  a4_e;
  input  a4_v;
  output a4_b;
  input  a5_e;
  input  a5_v;
  output a5_b;
  input  a6_e;
  input  a6_v;
  output a6_b;
  input  a7_e;
  input  a7_v;
  output a7_b;
  output b0_e;
  output b0_v;
  input  b0_b;
  output b1_e;
  output b1_v;
  input  b1_b;
  output b2_e;
  output b2_v;
  input  b2_b;
  output b3_e;
  output b3_v;
  input  b3_b;
  output b4_e;
  output b4_v;
  input  b4_b;
  output b5_e;
  output b5_v;
  input  b5_b;
  output b6_e;
  output b6_v;
  input  b6_b;
  output b7_e;
  output b7_v;
  input  b7_b;
  output statecase;
  parameter statecase_stall = 1'd0;
  parameter statecase_1 = 1'd1;
  reg statecase_;
  reg a0_b_;
  reg a1_b_;
  reg a2_b_;
  reg a3_b_;
  reg a4_b_;
  reg a5_b_;
  reg a6_b_;
  reg a7_b_;
  reg b0_e_;
  reg b0_v_;
  reg b1_e_;
  reg b1_v_;
  reg b2_e_;
  reg b2_v_;
  reg b3_e_;
  reg b3_v_;
  reg b4_e_;
  reg b4_v_;
  reg b5_e_;
  reg b5_v_;
  reg b6_e_;
  reg b6_v_;
  reg b7_e_;
  reg b7_v_;
  reg did_goto_;
  assign a0_b = a0_b_;
  assign a1_b = a1_b_;
  assign a2_b = a2_b_;
  assign a3_b = a3_b_;
  assign a4_b = a4_b_;
  assign a5_b = a5_b_;
  assign a6_b = a6_b_;
  assign a7_b = a7_b_;
  assign b0_e = b0_e_;
  assign b0_v = b0_v_;
  assign b1_e = b1_e_;
  assign b1_v = b1_v_;
  assign b2_e = b2_e_;
  assign b2_v = b2_v_;
  assign b3_e = b3_e_;
  assign b3_v = b3_v_;
  assign b4_e = b4_e_;
  assign b4_v = b4_v_;
  assign b5_e = b5_e_;
  assign b5_v = b5_v_;
  assign b6_e = b6_e_;
  assign b6_v = b6_v_;
  assign b7_e = b7_e_;
  assign b7_v = b7_v_;
  assign statecase = statecase_;
  always @*  begin
    a0_b_ = 1;
    a1_b_ = 1;
    a2_b_ = 1;
    a3_b_ = 1;
    a4_b_ = 1;
    a5_b_ = 1;
    a6_b_ = 1;
    a7_b_ = 1;
    b0_e_ = 0;
    b0_v_ = 0;
    b1_e_ = 0;
    b1_v_ = 0;
    b2_e_ = 0;
    b2_v_ = 0;
    b3_e_ = 0;
    b3_v_ = 0;
    b4_e_ = 0;
    b4_v_ = 0;
    b5_e_ = 0;
    b5_v_ = 0;
    b6_e_ = 0;
    b6_v_ = 0;
    b7_e_ = 0;
    b7_v_ = 0;
    statecase_ = statecase_stall;
    did_goto_ = 0;
    if (a0_v && !a0_e && a1_v && !a1_e && a2_v && !a2_e && a3_v && !a3_e && a4_v && !a4_e && a5_v && !a5_e && a6_v && !a6_e && a7_v && !a7_e && !b0_b && !b1_b && !b2_b && !b3_b && !b4_b && !b5_b && !b6_b && !b7_b)  begin
      statecase_ = statecase_1;
      a0_b_ = 0;
      a1_b_ = 0;
      a2_b_ = 0;
      a3_b_ = 0;
      a4_b_ = 0;
      a5_b_ = 0;
      a6_b_ = 0;
      a7_b_ = 0;
      begin
        b0_v_ = 1;
        b0_e_ = 0;
        b7_v_ = 1;
        b7_e_ = 0;
        b1_v_ = 1;
        b1_e_ = 0;
        b6_v_ = 1;
        b6_e_ = 0;
        b2_v_ = 1;
        b2_e_ = 0;
        b5_v_ = 1;
        b5_e_ = 0;
        b4_v_ = 1;
        b4_e_ = 0;
        b3_v_ = 1;
        b3_e_ = 0;
        did_goto_ = 1;
      end
    end
  end   
endmodule   
module illm_d1_ScOrEtMp48_dp (clock, reset, a0_d, a1_d, a2_d, a3_d, a4_d, a5_d, a6_d, a7_d, b0_d, b1_d, b2_d, b3_d, b4_d, b5_d, b6_d, b7_d, statecase);
  input  clock;
  input  reset;
  input  [15:0] a0_d;
  input  [15:0] a1_d;
  input  [15:0] a2_d;
  input  [15:0] a3_d;
  input  [15:0] a4_d;
  input  [15:0] a5_d;
  input  [15:0] a6_d;
  input  [15:0] a7_d;
  output [8:0] b0_d;
  output [8:0] b1_d;
  output [8:0] b2_d;
  output [8:0] b3_d;
  output [8:0] b4_d;
  output [8:0] b5_d;
  output [8:0] b6_d;
  output [8:0] b7_d;
  input  statecase;
  parameter statecase_stall = 1'd0;
  parameter statecase_1 = 1'd1;
  reg signed [17:0] tmp11__;
  reg signed [21:0] tmp4_;
  reg signed [19:0] tmp6_;
  reg signed [17:0] tmp10__;
  reg signed [17:0] tmp3_;
  reg signed [18:0] tmp12_;
  reg signed [16:0] tmp13_;
  reg signed [19:0] tmp2_;
  reg signed [16:0] z10_;
  reg signed [16:0] z12_;
  reg signed [16:0] tmp10_;
  reg signed [20:0] tmp5_;
  reg signed [18:0] tmp12__;
  reg signed [19:0] tmp1_;
  reg signed [17:0] tmp0_;
  reg signed [16:0] tmp11_;
  reg signed [16:0] z13_;
  reg signed [16:0] z11_;
  reg signed [17:0] tmp7_;
  reg signed [17:0] z5_;
  reg signed [25:0] tmp0__1;
  reg signed [22:0] tmp16_;
  reg signed [9:0] tmp1__1;
  reg signed [9:0] tmp7__1;
  reg signed [26:0] tmp8_;
  reg signed [18:0] tmp10__1;
  reg signed [20:0] tmp12__1;
  reg signed [21:0] tmp14_;
  reg signed [20:0] tmp13__1;
  reg signed [22:0] tmp17_;
  reg signed [21:0] tmp15_;
  reg signed [25:0] tmp6__1;
  reg signed [9:0] tmp5__1;
  reg signed [26:0] tmp4__1;
  reg signed [9:0] tmp3__1;
  reg signed [26:0] tmp2__1;
  reg signed [10:0] tmp9_;
  reg signed [18:0] tmp11__1;
  reg signed [8:0] b0_d_;
  reg signed [8:0] b1_d_;
  reg signed [8:0] b2_d_;
  reg signed [8:0] b3_d_;
  reg signed [8:0] b4_d_;
  reg signed [8:0] b5_d_;
  reg signed [8:0] b6_d_;
  reg signed [8:0] b7_d_;
  reg did_goto_;
  assign b0_d = b0_d_;
  assign b1_d = b1_d_;
  assign b2_d = b2_d_;
  assign b3_d = b3_d_;
  assign b4_d = b4_d_;
  assign b5_d = b5_d_;
  assign b6_d = b6_d_;
  assign b7_d = b7_d_;
  always @(posedge clock or negedge reset)  begin
    if (!reset)  begin
    end
    else  begin
    end
  end   
  always @*  begin
    b0_d_ = 9'bx;
    b1_d_ = 9'bx;
    b2_d_ = 9'bx;
    b3_d_ = 9'bx;
    b4_d_ = 9'bx;
    b5_d_ = 9'bx;
    b6_d_ = 9'bx;
    b7_d_ = 9'bx;
    tmp11__ = 18'bx;
    tmp4_ = 22'bx;
    tmp6_ = 20'bx;
    tmp10__ = 18'bx;
    tmp3_ = 18'bx;
    tmp12_ = 19'bx;
    tmp13_ = 17'bx;
    tmp2_ = 20'bx;
    z10_ = 17'bx;
    z12_ = 17'bx;
    tmp10_ = 17'bx;
    tmp5_ = 21'bx;
    tmp12__ = 19'bx;
    tmp1_ = 20'bx;
    tmp0_ = 18'bx;
    tmp11_ = 17'bx;
    z13_ = 17'bx;
    z11_ = 17'bx;
    tmp7_ = 18'bx;
    z5_ = 18'bx;
    did_goto_ = 0;
    if (statecase == statecase_1)  begin
      begin
        tmp10_ = (a0_d + a4_d);
        tmp13_ = (a2_d + a6_d);
        tmp11_ = (a0_d - a4_d);
        tmp1__1 = 9'd362;
        tmp0__1 = (((a2_d - a6_d) * tmp1__1) >> 4'd8);
        tmp12_ = (tmp0__1 - tmp13_);
        tmp0_ = (tmp10_ + tmp13_);
        tmp3_ = (tmp10_ - tmp13_);
        tmp1_ = (tmp11_ + tmp12_);
        tmp2_ = (tmp11_ - tmp12_);
        z13_ = (a5_d + a3_d);
        z10_ = (a5_d - a3_d);
        z11_ = (a1_d + a7_d);
        z12_ = (a1_d - a7_d);
        tmp7_ = (z11_ + z13_);
        tmp3__1 = 9'd362;
        tmp2__1 = (((z11_ - z13_) * tmp3__1) >> 4'd8);
        tmp11__ = tmp2__1;
        tmp5__1 = 9'd473;
        tmp4__1 = (((z10_ + z12_) * tmp5__1) >> 4'd8);
        z5_ = tmp4__1;
        tmp7__1 = 9'd277;
        tmp6__1 = ((z12_ * tmp7__1) >> 4'd8);
        tmp10__ = (tmp6__1 - z5_);
        tmp9_ = 10'd669;
        tmp8_ = ((z10_ * tmp9_) >> 4'd8);
        tmp12__ = (z5_ - tmp8_);
        tmp6_ = (tmp12__ - tmp7_);
        tmp5_ = (tmp11__ - tmp6_);
        tmp4_ = (tmp10__ + tmp5_);
        tmp10__1 = ((tmp0_ + tmp7_) >> 8'd4);
        b0_d_ = tmp10__1;
        tmp11__1 = ((tmp0_ - tmp7_) >> 8'd4);
        b7_d_ = tmp11__1;
        tmp12__1 = ((tmp1_ + tmp6_) >> 8'd4);
        b1_d_ = tmp12__1;
        tmp13__1 = ((tmp1_ - tmp6_) >> 8'd4);
        b6_d_ = tmp13__1;
        tmp14_ = ((tmp2_ + tmp5_) >> 8'd4);
        b2_d_ = tmp14_;
        tmp15_ = ((tmp2_ - tmp5_) >> 8'd4);
        b5_d_ = tmp15_;
        tmp16_ = ((tmp3_ + tmp4_) >> 8'd4);
        b4_d_ = tmp16_;
        tmp17_ = ((tmp3_ - tmp4_) >> 8'd4);
        b3_d_ = tmp17_;
        did_goto_ = 1;
      end
    end
  end   
endmodule   
module illm_d1_ScOrEtMp48 (clock, reset, a0_d, a0_e, a0_v, a0_b, a1_d, a1_e, a1_v, a1_b, a2_d, a2_e, a2_v, a2_b, a3_d, a3_e, a3_v, a3_b, a4_d, a4_e, a4_v, a4_b, a5_d, a5_e, a5_v, a5_b, a6_d, a6_e, a6_v, a6_b, a7_d, a7_e, a7_v, a7_b, b0_d, b0_e, b0_v, b0_b, b1_d, b1_e, b1_v, b1_b, b2_d, b2_e, b2_v, b2_b, b3_d, b3_e, b3_v, b3_b, b4_d, b4_e, b4_v, b4_b, b5_d, b5_e, b5_v, b5_b, b6_d, b6_e, b6_v, b6_b, b7_d, b7_e, b7_v, b7_b);
  input  clock;
  input  reset;
  input  [15:0] a0_d;
  input  a0_e;
  input  a0_v;
  output a0_b;
  input  [15:0] a1_d;
  input  a1_e;
  input  a1_v;
  output a1_b;
  input  [15:0] a2_d;
  input  a2_e;
  input  a2_v;
  output a2_b;
  input  [15:0] a3_d;
  input  a3_e;
  input  a3_v;
  output a3_b;
  input  [15:0] a4_d;
  input  a4_e;
  input  a4_v;
  output a4_b;
  input  [15:0] a5_d;
  input  a5_e;
  input  a5_v;
  output a5_b;
  input  [15:0] a6_d;
  input  a6_e;
  input  a6_v;
  output a6_b;
  input  [15:0] a7_d;
  input  a7_e;
  input  a7_v;
  output a7_b;
  output [8:0] b0_d;
  output b0_e;
  output b0_v;
  input  b0_b;
  output [8:0] b1_d;
  output b1_e;
  output b1_v;
  input  b1_b;
  output [8:0] b2_d;
  output b2_e;
  output b2_v;
  input  b2_b;
  output [8:0] b3_d;
  output b3_e;
  output b3_v;
  input  b3_b;
  output [8:0] b4_d;
  output b4_e;
  output b4_v;
  input  b4_b;
  output [8:0] b5_d;
  output b5_e;
  output b5_v;
  input  b5_b;
  output [8:0] b6_d;
  output b6_e;
  output b6_v;
  input  b6_b;
  output [8:0] b7_d;
  output b7_e;
  output b7_v;
  input  b7_b;
  wire statecase;
  illm_d1_ScOrEtMp48_fsm fsm (clock, reset, a0_e, a0_v, a0_b, a1_e, a1_v, a1_b, a2_e, a2_v, a2_b, a3_e, a3_v, a3_b, a4_e, a4_v, a4_b, a5_e, a5_v, a5_b, a6_e, a6_v, a6_b, a7_e, a7_v, a7_b, b0_e, b0_v, b0_b, b1_e, b1_v, b1_b, b2_e, b2_v, b2_b, b3_e, b3_v, b3_b, b4_e, b4_v, b4_b, b5_e, b5_v, b5_b, b6_e, b6_v, b6_b, b7_e, b7_v, b7_b, statecase);
  illm_d1_ScOrEtMp48_dp dp (clock, reset, a0_d, a1_d, a2_d, a3_d, a4_d, a5_d, a6_d, a7_d, b0_d, b1_d, b2_d, b3_d, b4_d, b5_d, b6_d, b7_d, statecase);
endmodule   
==> /design/flow/run.sh <==
#!/bin/bash
# OpenROAD 26Q1-2900-gdf79404cd8, Yosys 0.63+post, stock flow scripts
make -C /OpenROAD-flow-scripts/flow DESIGN_CONFIG=/design/flow/config.mk WORK_HOME=/design/flow/orfs finish
==> /design/flow/config.mk <==
export PLATFORM = sky130hd
export DESIGN_NAME = illm_d1_ScOrEtMp48
export DESIGN_NICKNAME = illm_d1_ScOrEtMp48
export VERILOG_FILES = /design/flow/design.v
export SDC_FILE = /design/flow/constraint.sdc
export NUM_CORES = 4
export LEC_CHECK = 1
export CORE_UTILIZATION = 50
==> /design/flow/constraint.sdc <==
current_design illm_d1_ScOrEtMp48

set clk_period 30.7
set clk_io_pct 0.2

create_clock -name clk0 -period $clk_period

set non_clock_inputs [all_inputs -no_clocks]
set_input_delay [expr $clk_period * $clk_io_pct] -clock clk0 $non_clock_inputs
set_output_delay [expr $clk_period * $clk_io_pct] -clock clk0 [all_outputs]
==> out/results.tsv <==
stage	metric	value	unit
yosys	area leader, netlist	ha_1	
placement	Buffers on Ports	234	
routing	final wirelength	63800	um
yosys	Yosys Warn Count	2	
die	Cell Rows	81	
hold_path	hold path depth	5	
die	# IOs	250	
hold_path	worst hold path type	in2out	
die	core area	49150	um2
clocking	Post-CTS Hold Buffers	0	
routing	Routed Antenna Nets	0	
yosys	yosys cell count	3010	
global_route	first-pass GRT wire length	101600	um
routing	DRT Pass-1 Iters	5	
setup_path	Startpoint Class	primary input	
routing	routed vias	19800	
job	Tool Warnings	177	
global_route	vias in the first global route	19650	
hold_path	hold endpoint	a7_b	
routing	drt initial violations	838	
yosys	distinct lib cells	85	
die	Core Util at FP	50.94	%
placement	GP Congestion	0.9587	
clocking	Resized cells post-CTS	0	
final_timing	slew margin rel.	38.83	%
yosys	synthesized area per cell	8.318	um2
yosys	Syn Inst Count	3010	
yosys	top cell type's share of synthesized area	32.23	%
layout	Layout Cells excl Fill	3899	
routing	via density per instance	5.079	
yosys	ranking of synthesized cells by area	ha_1 (32%), fa_1 (19%), inv_1 (9.6%)	
routing	drt wl/cell	16.36	um
final_timing	Slew Limit Fails	0	
layout	FF+latch area	0	um2
global_route	GRT Total Usage	26.69	%
placement	total placed cells including tap cells	3899	
final_timing	Max Clk Rate	37.98	MHz
global_route	global route overflow	0	
setup_path	Buf/Inv on CP	6	
setup_path	CP delay by family, top	adder cells	
layout	Area Overhead vs Synth	12.67	%
final_timing	actual slew at the worst max-slew pin	0.9110	ns
final_timing	Fin. Hold Viols	0	
yosys	Mapped Area	25040	um2
hold_path	launch point of the worst hold path	a2_v	
routing	DRC	0	
die	die width	225.8	um
final_timing	Post-Route Setup TNS	0	ns
clocking	post-CTS setup buffers	0	
final_timing	clock period minus final worst setup slack	26.33	ns
placement	Post-DP HPWL	58570	um
final_timing	RSZ-0062 raised after global routing	false	
routing	Ant. Diodes	0	
placement	placed instance area	28210	um2
layout	# fillers	4396	
setup_path	CP required	24.56	ns
outcome	outcome	finished clean	
global_route	largest net degree at the start of global routing	11	
yosys	Seq share, synth	0	%
layout	Flops	0	
job	max-cap viol count	0	
die	Die Area	50970	um2
final_timing	final setup fails	0	
setup_path	Crit-path slowest cell	xnor2_1	
global_route	initial antenna violation count	0	
setup_path	Largest stage delay, worst path	0.61	ns
layout	CLK BUF	0	
setup_path	Worst setup EP type	primary output	
setup_path	Setup CP Type	in2out	
layout	post-route cell area	28210	um2
yosys	post-synth area from yosys stat	25040	um2
setup_path	CP Data Arrival Time	20.19	ns
layout	share of cells above drive strength 1	2.349	%
final_timing	period utilization	85.76	%
die	Die Y	225.8	um
setup_path	CP Max Fanout	6	
## cells by family after synthesis
group                      synth area share (%)
adders and majority gates                 51.02
xor gates and xnor gates                  13.78
and+or+nand+nor                           8.990
AOI/OAI and AO/OA                         15.49
other                                   0.01498
buffers and inverters                     10.71
## tightest hold or removal path, stage by stage
cell,delay [ns]
clkdlybuf4s50_1,0.39
nand2_1,0.06
nor3_1,0.04
nand3b_1,0.22
clkdlybuf4s50_1,0.51
## synthesized netlist by cell type (6+ instances only)
cell type	n
a21o_1	62
o21bai_1	86
nand4_1	6
inv_1	638
xor2_1	127
buf_4	22
clkbuf_1	22
nand3_1	8
a211oi_1	9
ha_1	645
o31ai_1	6
nand2_1	43
nand2b_1	33
a2111oi_0	6
nor3b_1	7
nor2b_1	37
nor4_1	6
nor2_1	221
o21a_1	55
o211ai_1	6
o21ai_0	70
and3_1	12
and2_1	6
fa_1	235
o31a_1	7
a21oi_1	212
xnor2_1	246
nor3_1	53
a31oi_1	8
## layout make-up
class	instances	area, um2	area share [%]
multi-input combinational	2328	22380	79.34
timing repair buffer	268	2597	9.208
inverter	639	2399	8.503
tap	664	830.8	2.945
## per-stage QoR
stage	setup slack [ns]	hold WS [ns]	util [%]
finish	4.372	13.50	57.39
global route	3.509	13.59	57.39
CTS	4.451	13.52	57.39
detailed placement	4.576	13.52	57.39
global placement	4.609	13.49	57.39
floorplan	7.346	12.49	-
## placed cells by master (no fill, tap or decap), drive strengths merged, types with 5 or more instances in the layout
cell type      netlist  layout
nand2               43      43
nor2b               38      38
a2111oi              7       7
nand3                8       8
ha                 645     645
nor2               221     221
o21a                55      55
a21o                65      65
xor2               129     129
or2                  7       7
conb                 1       8
a41oi                5       5
buf                 28      34
a221oi               5       5
o31ai                8       8
a211oi              11      11
a21boi               5       5
o211ai               6       6
o21ai               74      74
clkdlybuf4s50        0     234
nand4                6       6
inv                638     638
o21bai              86      86
nor3                55      55
fa                 235     235
xnor2              251     251
o31a                 8       8
o41ai                5       5
and3                12      12
and2                 8       8
a31oi                8       8
nor3b                7       7
nand2b              33      33
a21oi              212     212
nor4                 9       9
## how the worst max path moves through the flow
stage / startpoint / end / slack, ns / cells after the start
CTS: a1_d[0] / b4_d[8] / 4.45 / 46
global route: a7_d[1] / b4_d[8] / 3.51 / 52
finish: a1_d[0] / b4_d[8] / 4.37 / 46
## per-layer routing
layer / global-route usage, % / up-vias / wire length, um
met1: 38.92 / 9133 / 30090
met2: 42.37 / 385 / 28560
li1: - / 10250 / -
met5: 0 / - / 0
met4: 2.567 / 0 / 770
met3: 6.356 / 32 / 4382
