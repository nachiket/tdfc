$ cat /design/flow/design.v
module bl_d1_ScOrEtMp49_fsm (clock, reset, a_e, a_v, a_b, b_e, b_v, b_b, c_e, c_v, c_b, d_e, d_v, d_b, e_e, e_v, e_b, f_e, f_v, f_b, g_e, g_v, g_b, h_e, h_v, h_b, s_e, s_v, s_b, t_e, t_v, t_b, u_e, u_v, u_b, v_e, v_v, v_b, w_e, w_v, w_b, x_e, x_v, x_b, y_e, y_v, y_b, z_e, z_v, z_b, statecase);
  input  clock;
  input  reset;
  input  a_e;
  input  a_v;
  output a_b;
  input  b_e;
  input  b_v;
  output b_b;
  input  c_e;
  input  c_v;
  output c_b;
  input  d_e;
  input  d_v;
  output d_b;
  input  e_e;
  input  e_v;
  output e_b;
  input  f_e;
  input  f_v;
  output f_b;
  input  g_e;
  input  g_v;
  output g_b;
  input  h_e;
  input  h_v;
  output h_b;
  output s_e;
  output s_v;
  input  s_b;
  output t_e;
  output t_v;
  input  t_b;
  output u_e;
  output u_v;
  input  u_b;
  output v_e;
  output v_v;
  input  v_b;
  output w_e;
  output w_v;
  input  w_b;
  output x_e;
  output x_v;
  input  x_b;
  output y_e;
  output y_v;
  input  y_b;
  output z_e;
  output z_v;
  input  z_b;
  output statecase;
  parameter statecase_stall = 1'd0;
  parameter statecase_1 = 1'd1;
  reg statecase_;
  reg a_b_;
  reg b_b_;
  reg c_b_;
  reg d_b_;
  reg e_b_;
  reg f_b_;
  reg g_b_;
  reg h_b_;
  reg s_e_;
  reg s_v_;
  reg t_e_;
  reg t_v_;
  reg u_e_;
  reg u_v_;
  reg v_e_;
  reg v_v_;
  reg w_e_;
  reg w_v_;
  reg x_e_;
  reg x_v_;
  reg y_e_;
  reg y_v_;
  reg z_e_;
  reg z_v_;
  reg did_goto_;
  assign a_b = a_b_;
  assign b_b = b_b_;
  assign c_b = c_b_;
  assign d_b = d_b_;
  assign e_b = e_b_;
  assign f_b = f_b_;
  assign g_b = g_b_;
  assign h_b = h_b_;
  assign s_e = s_e_;
  assign s_v = s_v_;
  assign t_e = t_e_;
  assign t_v = t_v_;
  assign u_e = u_e_;
  assign u_v = u_v_;
  assign v_e = v_e_;
  assign v_v = v_v_;
  assign w_e = w_e_;
  assign w_v = w_v_;
  assign x_e = x_e_;
  assign x_v = x_v_;
  assign y_e = y_e_;
  assign y_v = y_v_;
  assign z_e = z_e_;
  assign z_v = z_v_;
  assign statecase = statecase_;
  always @*  begin
    a_b_ = 1;
    b_b_ = 1;
    c_b_ = 1;
    d_b_ = 1;
    e_b_ = 1;
    f_b_ = 1;
    g_b_ = 1;
    h_b_ = 1;
    s_e_ = 0;
    s_v_ = 0;
    t_e_ = 0;
    t_v_ = 0;
    u_e_ = 0;
    u_v_ = 0;
    v_e_ = 0;
    v_v_ = 0;
    w_e_ = 0;
    w_v_ = 0;
    x_e_ = 0;
    x_v_ = 0;
    y_e_ = 0;
    y_v_ = 0;
    z_e_ = 0;
    z_v_ = 0;
    statecase_ = statecase_stall;
    did_goto_ = 0;
    if (a_v && !a_e && b_v && !b_e && c_v && !c_e && d_v && !d_e && e_v && !e_e && f_v && !f_e && g_v && !g_e && h_v && !h_e && !s_b && !t_b && !u_b && !v_b && !w_b && !x_b && !y_b && !z_b)  begin
      statecase_ = statecase_1;
      a_b_ = 0;
      b_b_ = 0;
      c_b_ = 0;
      d_b_ = 0;
      e_b_ = 0;
      f_b_ = 0;
      g_b_ = 0;
      h_b_ = 0;
      begin
        s_v_ = 1;
        s_e_ = 0;
        t_v_ = 1;
        t_e_ = 0;
        u_v_ = 1;
        u_e_ = 0;
        v_v_ = 1;
        v_e_ = 0;
        w_v_ = 1;
        w_e_ = 0;
        x_v_ = 1;
        x_e_ = 0;
        y_v_ = 1;
        y_e_ = 0;
        z_v_ = 1;
        z_e_ = 0;
      end
    end
  end   
endmodule   
module bl_d1_ScOrEtMp49_dp (clock, reset, a_d, b_d, c_d, d_d, e_d, f_d, g_d, h_d, s_d, t_d, u_d, v_d, w_d, x_d, y_d, z_d, statecase);
  input  clock;
  input  reset;
  input  [8:0] a_d;
  input  [8:0] b_d;
  input  [8:0] c_d;
  input  [8:0] d_d;
  input  [8:0] e_d;
  input  [8:0] f_d;
  input  [8:0] g_d;
  input  [8:0] h_d;
  output [8:0] s_d;
  output [8:0] t_d;
  output [8:0] u_d;
  output [8:0] v_d;
  output [8:0] w_d;
  output [8:0] x_d;
  output [8:0] y_d;
  output [8:0] z_d;
  input  statecase;
  parameter statecase_stall = 1'd0;
  parameter statecase_1 = 1'd1;
  reg signed [8:0] A_;
  reg signed [8:0] H_;
  reg signed [8:0] C_;
  reg signed [8:0] B_;
  reg signed [8:0] D_;
  reg signed [8:0] E_;
  reg signed [8:0] F_;
  reg signed [8:0] G_;
  reg signed tmp0_;
  reg signed [8:0] tmp15_;
  reg signed tmp6_;
  reg signed [8:0] tmp5_;
  reg signed tmp4_;
  reg signed [8:0] tmp3_;
  reg signed [8:0] tmp1_;
  reg signed tmp2_;
  reg signed [8:0] tmp7_;
  reg signed tmp8_;
  reg signed [8:0] tmp9_;
  reg signed tmp10_;
  reg signed [8:0] tmp11_;
  reg signed tmp12_;
  reg signed [8:0] tmp13_;
  reg signed tmp14_;
  reg signed [8:0] s_d_;
  reg signed [8:0] t_d_;
  reg signed [8:0] u_d_;
  reg signed [8:0] v_d_;
  reg signed [8:0] w_d_;
  reg signed [8:0] x_d_;
  reg signed [8:0] y_d_;
  reg signed [8:0] z_d_;
  reg did_goto_;
  assign s_d = s_d_;
  assign t_d = t_d_;
  assign u_d = u_d_;
  assign v_d = v_d_;
  assign w_d = w_d_;
  assign x_d = x_d_;
  assign y_d = y_d_;
  assign z_d = z_d_;
  always @(posedge clock or negedge reset)  begin
    if (!reset)  begin
    end
    else  begin
    end
  end   
  always @*  begin
    s_d_ = 9'bx;
    t_d_ = 9'bx;
    u_d_ = 9'bx;
    v_d_ = 9'bx;
    w_d_ = 9'bx;
    x_d_ = 9'bx;
    y_d_ = 9'bx;
    z_d_ = 9'bx;
    A_ = 9'bx;
    H_ = 9'bx;
    C_ = 9'bx;
    B_ = 9'bx;
    D_ = 9'bx;
    E_ = 9'bx;
    F_ = 9'bx;
    G_ = 9'bx;
    did_goto_ = 0;
    if (statecase == statecase_1)  begin
      begin
        tmp0_ = 1'b0;
        A_ = ((a_d < tmp0_) ? 1'b0 : a_d);
        tmp1_ = 8'd255;
        s_d_ = ((A_ > tmp1_) ? 8'd255 : A_);
        tmp2_ = 1'b0;
        B_ = ((b_d < tmp2_) ? 1'b0 : b_d);
        tmp3_ = 8'd255;
        t_d_ = ((B_ > tmp3_) ? 8'd255 : B_);
        tmp4_ = 1'b0;
        C_ = ((c_d < tmp4_) ? 1'b0 : c_d);
        tmp5_ = 8'd255;
        u_d_ = ((C_ > tmp5_) ? 8'd255 : C_);
        tmp6_ = 1'b0;
        D_ = ((d_d < tmp6_) ? 1'b0 : d_d);
        tmp7_ = 8'd255;
        v_d_ = ((D_ > tmp7_) ? 8'd255 : D_);
        tmp8_ = 1'b0;
        E_ = ((e_d < tmp8_) ? 1'b0 : e_d);
        tmp9_ = 8'd255;
        w_d_ = ((E_ > tmp9_) ? 8'd255 : E_);
        tmp10_ = 1'b0;
        F_ = ((f_d < tmp10_) ? 1'b0 : f_d);
        tmp11_ = 8'd255;
        x_d_ = ((F_ > tmp11_) ? 8'd255 : F_);
        tmp12_ = 1'b0;
        G_ = ((g_d < tmp12_) ? 1'b0 : g_d);
        tmp13_ = 8'd255;
        y_d_ = ((G_ > tmp13_) ? 8'd255 : G_);
        tmp14_ = 1'b0;
        H_ = ((h_d < tmp14_) ? 1'b0 : h_d);
        tmp15_ = 8'd255;
        z_d_ = ((H_ > tmp15_) ? 8'd255 : H_);
      end
    end
  end   
endmodule   
module bl_d1_ScOrEtMp49 (clock, reset, a_d, a_e, a_v, a_b, b_d, b_e, b_v, b_b, c_d, c_e, c_v, c_b, d_d, d_e, d_v, d_b, e_d, e_e, e_v, e_b, f_d, f_e, f_v, f_b, g_d, g_e, g_v, g_b, h_d, h_e, h_v, h_b, s_d, s_e, s_v, s_b, t_d, t_e, t_v, t_b, u_d, u_e, u_v, u_b, v_d, v_e, v_v, v_b, w_d, w_e, w_v, w_b, x_d, x_e, x_v, x_b, y_d, y_e, y_v, y_b, z_d, z_e, z_v, z_b);
  input  clock;
  input  reset;
  input  [8:0] a_d;
  input  a_e;
  input  a_v;
  output a_b;
  input  [8:0] b_d;
  input  b_e;
  input  b_v;
  output b_b;
  input  [8:0] c_d;
  input  c_e;
  input  c_v;
  output c_b;
  input  [8:0] d_d;
  input  d_e;
  input  d_v;
  output d_b;
  input  [8:0] e_d;
  input  e_e;
  input  e_v;
  output e_b;
  input  [8:0] f_d;
  input  f_e;
  input  f_v;
  output f_b;
  input  [8:0] g_d;
  input  g_e;
  input  g_v;
  output g_b;
  input  [8:0] h_d;
  input  h_e;
  input  h_v;
  output h_b;
  output [8:0] s_d;
  output s_e;
  output s_v;
  input  s_b;
  output [8:0] t_d;
  output t_e;
  output t_v;
  input  t_b;
  output [8:0] u_d;
  output u_e;
  output u_v;
  input  u_b;
  output [8:0] v_d;
  output v_e;
  output v_v;
  input  v_b;
  output [8:0] w_d;
  output w_e;
  output w_v;
  input  w_b;
  output [8:0] x_d;
  output x_e;
  output x_v;
  input  x_b;
  output [8:0] y_d;
  output y_e;
  output y_v;
  input  y_b;
  output [8:0] z_d;
  output z_e;
  output z_v;
  input  z_b;
  wire statecase;
  bl_d1_ScOrEtMp49_fsm fsm (clock, reset, a_e, a_v, a_b, b_e, b_v, b_b, c_e, c_v, c_b, d_e, d_v, d_b, e_e, e_v, e_b, f_e, f_v, f_b, g_e, g_v, g_b, h_e, h_v, h_b, s_e, s_v, s_b, t_e, t_v, t_b, u_e, u_v, u_b, v_e, v_v, v_b, w_e, w_v, w_b, x_e, x_v, x_b, y_e, y_v, y_b, z_e, z_v, z_b, statecase);
  bl_d1_ScOrEtMp49_dp dp (clock, reset, a_d, b_d, c_d, d_d, e_d, f_d, g_d, h_d, s_d, t_d, u_d, v_d, w_d, x_d, y_d, z_d, statecase);
endmodule   
$ cat /design/flow/run.sh
#!/bin/bash
# OpenROAD 26Q1-2900-gdf79404cd8, Yosys 0.63+post, stock flow scripts
make -C /OpenROAD-flow-scripts/flow DESIGN_CONFIG=/design/flow/config.mk WORK_HOME=/design/flow/orfs finish
$ cat /design/flow/config.mk
export PLATFORM = sky130hd
export DESIGN_NAME = bl_d1_ScOrEtMp49
export DESIGN_NICKNAME = bl_d1_ScOrEtMp49
export VERILOG_FILES = /design/flow/design.v
export SDC_FILE = /design/flow/constraint.sdc
export NUM_CORES = 4
export LEC_CHECK = 1
export CORE_AREA = 10 10 83 83
export DIE_AREA = 0 0 93 93
$ cat /design/flow/constraint.sdc
current_design bl_d1_ScOrEtMp49

set clk_period 1.7
set clk_io_pct 0.2

create_clock -name clk0 -period $clk_period

set non_clock_inputs [all_inputs -no_clocks]
set_input_delay [expr $clk_period * $clk_io_pct] -clock clk0 $non_clock_inputs
set_output_delay [expr $clk_period * $clk_io_pct] -clock clk0 [all_outputs]
==> out/qor.yml <==
logic_synthesis:
  ys_seq_share: 0
  yosys-stat-area_um2: 536
  yosys.area.top_type: "clkbuf_1"
  synthesis.area_um2: 536
  avgSynthCellArea_um2: 5.10
  synthTopCellsByArea: "clkbuf_1 50%, buf_4 31%, nor4b_2 5.6%, and4bb_2 2.3%, nor4_2 2.3%"
  ys_cells: 105
  syn_inst: 105
  synth_warnings: 2
  netlist.area_leader.share: 0.505
  synth_cell_types: 12
setup_path:
  crit_type: "input pin to output port"
  cp_slowest_cell: "clkdlybuf4s50_1"
  max_stage_delay_ns: 0.46
  endpoint_kind: "output port"
  crit_required_ns: 1.36
  critPathMaxFanout: 3
  cp-startpoint: "c_v"
  worstPathArrival_ns: 1.50
  crit_top_cell: "buf_6"
  startpoint_type: "input pin"
  crit_path_cell_trace: "clkdlybuf4s50_1 > nand2_1 > nor3_2 > and3b_2 > buf_6 > buf_6 > buf_6"
power:
  p_int_mw: 0.0392
  p_sw_frac: 0.283
  p_sw_mw: 0.0155
  powerDensity_nw_per_um2: 85.6
  pwr-share-seq: 0
  p_clk_frac: 0
  p_comb_frac: 1.000
  p_leak_nw: 0.300
  ir_drop_mv: 0.0319
placement:
  io_buffers: 40
  dp_hpwl_um: 1640
  pre_cts_slack_ns: -0.881
  place_inst: 128
  gp_congestion: 0.778
final_timing:
  slew_violations: 0
  hold_violations: 0
  period_used_share: 1.08
  rsz0062_at_grt: "true"
  clock.fmax_mhz: 543
  fin_crit_ns: 1.84
  setup_ws_ns: -0.143
  setup_viol: 15
route:
  post_drt_wl_per_cell_um: 14.3
  firstDrtPassIters: 2
  n_antenna_cell: 0
  ant_nets: 0
  wl_um: 1890
  dr_total_vias: 407
  drt_iter0_markers: 4
  route.detailed.drc: 0
  viasPerCell: 3.08
finish:
  final_cells: 132
  drive_above_1_share: 0.613
  utilization: 0.124
  layout.area.comb_um2: 156
  n_fill_cell: 621
  flops: 0
  nClkBuffers: 0
  regArea_um2: 0
  syn_to_final_growth_pct: 19.2
floorplan:
  num_rows: 26
  die_h_um: 93
  die-width_um: 93
  initCoreUtil: 0.104
  io_pins: 194
  chip_area_um2: 8650
  coreArea_um2: 5140
grt:
  grt_use_total: 0.0361
  grt_max_degree: 8
  grt_pass1_vias: 479
  grt_pass1_wl_um: 2500
  antenna_found_initial: 0
  grt_overflow: 0
job:
  drv_cap: 0
  tool_warnings: 36
outcome:
  status: "complete, but fails checks"
  violations: "setup timing"
hold_path:
  min-delay-start: "a_d[0]"
  hold_class: "input pin to output port"
[synth_stat cells]
cell	number
and3b_1	1
and4bb_2	1
buf_4	22
clkbuf_1	72
conb_1	1
nand2_1	1
nand3b_1	1
nand4_1	1
nor3_1	1
nor4_2	1
nor4b_2	2
nor4bb_1	1
[worst max-delay path, delay by kind of cell]
| family | cells | cell delay [ns] |
|---|---|---|
| buffers and inverters | 4 | 0.73 |
| AND/OR/NAND/NOR | 3 | 0.43 |
[metal layers]
layer | global-route usage | routed length [um] | up-vias
met5 | 0 | 0 | -
met4 | 0.0373 | 187 | 0
met3 | 0.0404 | 493 | 34
met2 | 0.0403 | 593 | 86
met1 | 0.0326 | 611 | 146
li1 | - | - | 141
[per-stage QoR]
stage	setup TNS, ns	power, mW	hold slack [ns]	cell area [um2]
after floorplan	0	0.0542	0.721	562
after global placement	-12.86	0.0657	0.680	614
after detailed placement	-13.35	0.0658	0.680	614
after CTS	-1.58	0.0580	0.680	633
after global routing	-2.47	0.0595	0.680	638
final	-0.951	0.0546	0.680	638
[power by group through the flow]
stage | Sequential (mW) | Clock [mW] | Combinational [mW]
5_1_grt | 0 | 0 | 0.0595
6_report | 0 | 0 | 0.0546
4_1_cts | 0 | 0 | 0.0580
[path summary, 6_finish.rpt]
kind | end | slack [ns] | cells past startpoint
worst min-delay path | s_d[0] | 0.68 | 0
worst max-delay path | t_v | -0.14 | 7
[cell type report]
| type | count | share of cell area |
|---|---|---|
| repair buffers | 44 | 0.618 |
| multi-input cells | 18 | 0.245 |
| well taps | 70 | 0.137 |
[layout by cell type, fill, tap and decap left out]
cell	Yosys	routed
and3b_2	0	1
and4bb_2	1	1
buf_2	0	11
buf_6	0	18
clkbuf_2	0	2
clkdlybuf4s15_1	0	3
clkdlybuf4s50_1	0	4
conb_1	1	8
dlygate4sd2_1	0	5
dlymetal6s2s_1	0	1
nand2_1	1	1
nand3b_1	1	1
nand4_1	1	1
nor3_2	0	1
nor4_2	1	1
nor4b_2	2	1
nor4b_4	0	1
nor4bb_4	0	1
[logic make-up after synthesis]
| family | share of synthesized area |
|---|---|
| buffers and inverters | 0.813 |
| other | 0.00700 |
| and+or+nand+nor | 0.180 |
[repair_timing]
item,in CTS,in global routing
setup buffers,4,0
hold buffers,0,0
gates resized,115,5
pin swaps,7,3
endpoints found under the setup margin,16,16
Power is estimated from default activity; no workload was simulated.
