## /design/flow/config.mk

```make
export PLATFORM = sky130hd
export DESIGN_NAME = illm_d1_ScOrEtMp46
export DESIGN_NICKNAME = illm_d1_ScOrEtMp46
export VERILOG_FILES = /design/flow/design.v
export SDC_FILE = /design/flow/constraint.sdc
export NUM_CORES = 4
export LEC_CHECK = 1
export CORE_UTILIZATION = 40
```

## /design/flow/constraint.sdc

```tcl
current_design illm_d1_ScOrEtMp46

set clk_period 43.4
set clk_io_pct 0.2

create_clock -name clk0 -period $clk_period

set non_clock_inputs [all_inputs -no_clocks]
set_input_delay [expr $clk_period * $clk_io_pct] -clock clk0 $non_clock_inputs
set_output_delay [expr $clk_period * $clk_io_pct] -clock clk0 [all_outputs]
```

## /design/flow/design.v

```verilog
module illm_d1_ScOrEtMp46_fsm (clock, reset, a0_e, a0_v, a0_b, a1_e, a1_v, a1_b, a2_e, a2_v, a2_b, a3_e, a3_v, a3_b, a4_e, a4_v, a4_b, a5_e, a5_v, a5_b, a6_e, a6_v, a6_b, a7_e, a7_v, a7_b, b0_e, b0_v, b0_b, b1_e, b1_v, b1_b, b2_e, b2_v, b2_b, b3_e, b3_v, b3_b, b4_e, b4_v, b4_b, b5_e, b5_v, b5_b, b6_e, b6_v, b6_b, b7_e, b7_v, b7_b, statecase);
  input  clock;
  input  reset;
  input  a0_e;
  input  a0_v;
  output a0_b;
  input  a1_e;
  input  a1_v;
  output a1_b;
  input  a2_e;
  input  a2_v;
  output a2_b;
  input  a3_e;
  input  a3_v;
  output a3_b;
  input  a4_e;
  input  a4_v;
  output a4_b;
  input  a5_e;
  input  a5_v;
  output a5_b;
  input  a6_e;
  input  a6_v;
  output a6_b;
  input  a7_e;
  input  a7_v;
  output a7_b;
  output b0_e;
  output b0_v;
  input  b0_b;
  output b1_e;
  output b1_v;
  input  b1_b;
  output b2_e;
  output b2_v;
  input  b2_b;
  output b3_e;
  output b3_v;
  input  b3_b;
  output b4_e;
  output b4_v;
  input  b4_b;
  output b5_e;
  output b5_v;
  input  b5_b;
  output b6_e;
  output b6_v;
  input  b6_b;
  output b7_e;
  output b7_v;
  input  b7_b;
  output statecase;
  parameter statecase_stall = 1'd0;
  parameter statecase_1 = 1'd1;
  reg statecase_;
  reg a0_b_;
  reg a1_b_;
  reg a2_b_;
  reg a3_b_;
  reg a4_b_;
  reg a5_b_;
  reg a6_b_;
  reg a7_b_;
  reg b0_e_;
  reg b0_v_;
  reg b1_e_;
  reg b1_v_;
  reg b2_e_;
  reg b2_v_;
  reg b3_e_;
  reg b3_v_;
  reg b4_e_;
  reg b4_v_;
  reg b5_e_;
  reg b5_v_;
  reg b6_e_;
  reg b6_v_;
  reg b7_e_;
  reg b7_v_;
  reg did_goto_;
  assign a0_b = a0_b_;
  assign a1_b = a1_b_;
  assign a2_b = a2_b_;
  assign a3_b = a3_b_;
  assign a4_b = a4_b_;
  assign a5_b = a5_b_;
  assign a6_b = a6_b_;
  assign a7_b = a7_b_;
  assign b0_e = b0_e_;
  assign b0_v = b0_v_;
  assign b1_e = b1_e_;
  assign b1_v = b1_v_;
  assign b2_e = b2_e_;
  assign b2_v = b2_v_;
  assign b3_e = b3_e_;
  assign b3_v = b3_v_;
  assign b4_e = b4_e_;
  assign b4_v = b4_v_;
  assign b5_e = b5_e_;
  assign b5_v = b5_v_;
  assign b6_e = b6_e_;
  assign b6_v = b6_v_;
  assign b7_e = b7_e_;
  assign b7_v = b7_v_;
  assign statecase = statecase_;
  always @*  begin
    a0_b_ = 1;
    a1_b_ = 1;
    a2_b_ = 1;
    a3_b_ = 1;
    a4_b_ = 1;
    a5_b_ = 1;
    a6_b_ = 1;
    a7_b_ = 1;
    b0_e_ = 0;
    b0_v_ = 0;
    b1_e_ = 0;
    b1_v_ = 0;
    b2_e_ = 0;
    b2_v_ = 0;
    b3_e_ = 0;
    b3_v_ = 0;
    b4_e_ = 0;
    b4_v_ = 0;
    b5_e_ = 0;
    b5_v_ = 0;
    b6_e_ = 0;
    b6_v_ = 0;
    b7_e_ = 0;
    b7_v_ = 0;
    statecase_ = statecase_stall;
    did_goto_ = 0;
    if (a0_v && !a0_e && a1_v && !a1_e && a2_v && !a2_e && a3_v && !a3_e && a4_v && !a4_e && a5_v && !a5_e && a6_v && !a6_e && a7_v && !a7_e && !b0_b && !b1_b && !b2_b && !b3_b && !b4_b && !b5_b && !b6_b && !b7_b)  begin
      statecase_ = statecase_1;
      a0_b_ = 0;
      a1_b_ = 0;
      a2_b_ = 0;
      a3_b_ = 0;
      a4_b_ = 0;
      a5_b_ = 0;
      a6_b_ = 0;
      a7_b_ = 0;
      begin
        b0_v_ = 1;
        b0_e_ = 0;
        b7_v_ = 1;
        b7_e_ = 0;
        b1_v_ = 1;
        b1_e_ = 0;
        b6_v_ = 1;
        b6_e_ = 0;
        b2_v_ = 1;
        b2_e_ = 0;
        b5_v_ = 1;
        b5_e_ = 0;
        b4_v_ = 1;
        b4_e_ = 0;
        b3_v_ = 1;
        b3_e_ = 0;
        did_goto_ = 1;
      end
    end
  end   
endmodule   
module illm_d1_ScOrEtMp46_dp (clock, reset, a0_d, a1_d, a2_d, a3_d, a4_d, a5_d, a6_d, a7_d, b0_d, b1_d, b2_d, b3_d, b4_d, b5_d, b6_d, b7_d, statecase);
  input  clock;
  input  reset;
  input  [15:0] a0_d;
  input  [15:0] a1_d;
  input  [15:0] a2_d;
  input  [15:0] a3_d;
  input  [15:0] a4_d;
  input  [15:0] a5_d;
  input  [15:0] a6_d;
  input  [15:0] a7_d;
  output [15:0] b0_d;
  output [15:0] b1_d;
  output [15:0] b2_d;
  output [15:0] b3_d;
  output [15:0] b4_d;
  output [15:0] b5_d;
  output [15:0] b6_d;
  output [15:0] b7_d;
  input  statecase;
  parameter statecase_stall = 1'd0;
  parameter statecase_1 = 1'd1;
  reg signed [16:0] tmp10_;
  reg signed [20:0] tmp5_;
  reg signed [18:0] tmp12__;
  reg signed [19:0] tmp1_;
  reg signed [17:0] tmp0_;
  reg signed [16:0] tmp11_;
  reg signed [16:0] z13_;
  reg signed [16:0] z11_;
  reg signed [17:0] tmp7_;
  reg signed [17:0] z5_;
  reg signed [17:0] tmp11__;
  reg signed [21:0] tmp4_;
  reg signed [19:0] tmp6_;
  reg signed [17:0] tmp10__;
  reg signed [17:0] tmp3_;
  reg signed [18:0] tmp12_;
  reg signed [16:0] tmp13_;
  reg signed [19:0] tmp2_;
  reg signed [16:0] z10_;
  reg signed [16:0] z12_;
  reg signed [25:0] tmp0__1;
  reg signed [9:0] tmp5__1;
  reg signed [26:0] tmp4__1;
  reg signed [9:0] tmp1__1;
  reg signed [9:0] tmp7__1;
  reg signed [10:0] tmp9_;
  reg signed [21:0] tmp14_;
  reg signed [22:0] tmp17_;
  reg signed [22:0] tmp16_;
  reg signed [21:0] tmp15_;
  reg signed [25:0] tmp6__1;
  reg signed [9:0] tmp3__1;
  reg signed [26:0] tmp2__1;
  reg signed [26:0] tmp8_;
  reg signed [18:0] tmp10__1;
  reg signed [18:0] tmp11__1;
  reg signed [20:0] tmp12__1;
  reg signed [20:0] tmp13__1;
  reg signed [15:0] b0_d_;
  reg signed [15:0] b1_d_;
  reg signed [15:0] b2_d_;
  reg signed [15:0] b3_d_;
  reg signed [15:0] b4_d_;
  reg signed [15:0] b5_d_;
  reg signed [15:0] b6_d_;
  reg signed [15:0] b7_d_;
  reg did_goto_;
  assign b0_d = b0_d_;
  assign b1_d = b1_d_;
  assign b2_d = b2_d_;
  assign b3_d = b3_d_;
  assign b4_d = b4_d_;
  assign b5_d = b5_d_;
  assign b6_d = b6_d_;
  assign b7_d = b7_d_;
  always @(posedge clock or negedge reset)  begin
    if (!reset)  begin
    end
    else  begin
    end
  end   
  always @*  begin
    b0_d_ = 16'bx;
    b1_d_ = 16'bx;
    b2_d_ = 16'bx;
    b3_d_ = 16'bx;
    b4_d_ = 16'bx;
    b5_d_ = 16'bx;
    b6_d_ = 16'bx;
    b7_d_ = 16'bx;
    tmp10_ = 17'bx;
    tmp5_ = 21'bx;
    tmp12__ = 19'bx;
    tmp1_ = 20'bx;
    tmp0_ = 18'bx;
    tmp11_ = 17'bx;
    z13_ = 17'bx;
    z11_ = 17'bx;
    tmp7_ = 18'bx;
    z5_ = 18'bx;
    tmp11__ = 18'bx;
    tmp4_ = 22'bx;
    tmp6_ = 20'bx;
    tmp10__ = 18'bx;
    tmp3_ = 18'bx;
    tmp12_ = 19'bx;
    tmp13_ = 17'bx;
    tmp2_ = 20'bx;
    z10_ = 17'bx;
    z12_ = 17'bx;
    did_goto_ = 0;
    if (statecase == statecase_1)  begin
      begin
        tmp10_ = (a0_d + a4_d);
        tmp13_ = (a2_d + a6_d);
        tmp11_ = (a0_d - a4_d);
        tmp1__1 = 9'd362;
        tmp0__1 = (((a2_d - a6_d) * tmp1__1) >> 4'd8);
        tmp12_ = (tmp0__1 - tmp13_);
        tmp0_ = (tmp10_ + tmp13_);
        tmp3_ = (tmp10_ - tmp13_);
        tmp1_ = (tmp11_ + tmp12_);
        tmp2_ = (tmp11_ - tmp12_);
        z13_ = (a5_d + a3_d);
        z10_ = (a5_d - a3_d);
        z11_ = (a1_d + a7_d);
        z12_ = (a1_d - a7_d);
        tmp7_ = (z11_ + z13_);
        tmp3__1 = 9'd362;
        tmp2__1 = (((z11_ - z13_) * tmp3__1) >> 4'd8);
        tmp11__ = tmp2__1;
        tmp5__1 = 9'd473;
        tmp4__1 = (((z10_ + z12_) * tmp5__1) >> 4'd8);
        z5_ = tmp4__1;
        tmp7__1 = 9'd277;
        tmp6__1 = ((z12_ * tmp7__1) >> 4'd8);
        tmp10__ = (tmp6__1 - z5_);
        tmp9_ = 10'd669;
        tmp8_ = ((z10_ * tmp9_) >> 4'd8);
        tmp12__ = (z5_ - tmp8_);
        tmp6_ = (tmp12__ - tmp7_);
        tmp5_ = (tmp11__ - tmp6_);
        tmp4_ = (tmp10__ + tmp5_);
        tmp10__1 = (tmp0_ + tmp7_);
        b0_d_ = tmp10__1;
        tmp11__1 = (tmp0_ - tmp7_);
        b7_d_ = tmp11__1;
        tmp12__1 = (tmp1_ + tmp6_);
        b1_d_ = tmp12__1;
        tmp13__1 = (tmp1_ - tmp6_);
        b6_d_ = tmp13__1;
        tmp14_ = (tmp2_ + tmp5_);
        b2_d_ = tmp14_;
        tmp15_ = (tmp2_ - tmp5_);
        b5_d_ = tmp15_;
        tmp16_ = (tmp3_ + tmp4_);
        b4_d_ = tmp16_;
        tmp17_ = (tmp3_ - tmp4_);
        b3_d_ = tmp17_;
        did_goto_ = 1;
      end
    end
  end   
endmodule   
module illm_d1_ScOrEtMp46 (clock, reset, a0_d, a0_e, a0_v, a0_b, a1_d, a1_e, a1_v, a1_b, a2_d, a2_e, a2_v, a2_b, a3_d, a3_e, a3_v, a3_b, a4_d, a4_e, a4_v, a4_b, a5_d, a5_e, a5_v, a5_b, a6_d, a6_e, a6_v, a6_b, a7_d, a7_e, a7_v, a7_b, b0_d, b0_e, b0_v, b0_b, b1_d, b1_e, b1_v, b1_b, b2_d, b2_e, b2_v, b2_b, b3_d, b3_e, b3_v, b3_b, b4_d, b4_e, b4_v, b4_b, b5_d, b5_e, b5_v, b5_b, b6_d, b6_e, b6_v, b6_b, b7_d, b7_e, b7_v, b7_b);
  input  clock;
  input  reset;
  input  [15:0] a0_d;
  input  a0_e;
  input  a0_v;
  output a0_b;
  input  [15:0] a1_d;
  input  a1_e;
  input  a1_v;
  output a1_b;
  input  [15:0] a2_d;
  input  a2_e;
  input  a2_v;
  output a2_b;
  input  [15:0] a3_d;
  input  a3_e;
  input  a3_v;
  output a3_b;
  input  [15:0] a4_d;
  input  a4_e;
  input  a4_v;
  output a4_b;
  input  [15:0] a5_d;
  input  a5_e;
  input  a5_v;
  output a5_b;
  input  [15:0] a6_d;
  input  a6_e;
  input  a6_v;
  output a6_b;
  input  [15:0] a7_d;
  input  a7_e;
  input  a7_v;
  output a7_b;
  output [15:0] b0_d;
  output b0_e;
  output b0_v;
  input  b0_b;
  output [15:0] b1_d;
  output b1_e;
  output b1_v;
  input  b1_b;
  output [15:0] b2_d;
  output b2_e;
  output b2_v;
  input  b2_b;
  output [15:0] b3_d;
  output b3_e;
  output b3_v;
  input  b3_b;
  output [15:0] b4_d;
  output b4_e;
  output b4_v;
  input  b4_b;
  output [15:0] b5_d;
  output b5_e;
  output b5_v;
  input  b5_b;
  output [15:0] b6_d;
  output b6_e;
  output b6_v;
  input  b6_b;
  output [15:0] b7_d;
  output b7_e;
  output b7_v;
  input  b7_b;
  wire statecase;
  illm_d1_ScOrEtMp46_fsm fsm (clock, reset, a0_e, a0_v, a0_b, a1_e, a1_v, a1_b, a2_e, a2_v, a2_b, a3_e, a3_v, a3_b, a4_e, a4_v, a4_b, a5_e, a5_v, a5_b, a6_e, a6_v, a6_b, a7_e, a7_v, a7_b, b0_e, b0_v, b0_b, b1_e, b1_v, b1_b, b2_e, b2_v, b2_b, b3_e, b3_v, b3_b, b4_e, b4_v, b4_b, b5_e, b5_v, b5_b, b6_e, b6_v, b6_b, b7_e, b7_v, b7_b, statecase);
  illm_d1_ScOrEtMp46_dp dp (clock, reset, a0_d, a1_d, a2_d, a3_d, a4_d, a5_d, a6_d, a7_d, b0_d, b1_d, b2_d, b3_d, b4_d, b5_d, b6_d, b7_d, statecase);
endmodule   
```

## /design/flow/run.sh

```bash
#!/bin/bash
# OpenROAD 26Q1-2900-gdf79404cd8, Yosys 0.63+post, stock flow scripts
make -C /OpenROAD-flow-scripts/flow DESIGN_CONFIG=/design/flow/config.mk WORK_HOME=/design/flow/orfs finish
```

==> metrics.cfg <==
[run_status]
status=complete, no violations

[grt]
grtUsageTotal=0.231
grt_pass1_vias=24000
antenna_found_initial=0
grt_start_max_net_pins=13
overflow=0
grt_pass1_wl_um=134000

[placement]
io_buffers=296
place_hpwl_um=78500
place_area_sq_um=34900
place_congestion=0.958

[die]
die_w_um=279
core-area_sq_um=76100
dieHeight_um=279
die_area_sq_um=78100
std_cell_rows=101
fp_util=0.405
io_pins=306

[final_timing]
setup_tns_ns=0
finalCritPeriodShare=0.771
period_minus_slack_ns=33.44
tightest_slew_ns=0.965
max_freq_ghz=0.0299
slew_viol_final=0
slew_headroom=0.352
setup_viol=0
rsz0062_at_grt=false
hold_violations=0

[clocking]
cts.hold.buffers_added=0
postCtsSetupRepairBufs=0
post_cts_resized=0

[final_layout]
seq_area_sq_um=0
final_util=0.459
ff_count=0
layout_top_cells=755 x ha_1, 744 x inv_1, 328 x xnor2_1, 307 x a21oi_1, 296 x clkdlybuf4s50_1
finalInstanceArea_sq_um=34900
nClkBuffers=0
layout_top_cell=ha_1
drive_gt1_frac=0.0193
nFillCells=7554
comb_area_sq_um=27700
syn_to_final_growth_pct=13.5

[worst_setup_path]
cp_slowest_stage_delay_ns=0.60
required_ns=34.72
crit_family=adder cells
crit_fanout=6
critical_path_class=in2out
critPathBufInv=7
critPathSlowestCell=fa_1
crit_path_frequent_cell=xnor2_1
worstPathArrival_ns=24.76
start_kind=input pin
crit_path_end_kind=primary output

[routing]
wl_met3_um=6650
drc_errors=0
drt_iter0_markers=1277
drt_wl_total_um=85700
top_layer_used=met4
met2_length_um=36400
wl_per_cell_um=17.0
drt-pass1-iter-count=5
dr_total_vias=24600
viasPerCell=4.90
drt-met1-wl_um=41200
drtAntennaViolNets=0

[yosys]
ys_cells=3727
ys_seq_share=0
synth.avg_cell_area_sq_um=8.26
ys_warn_count=2
synthCells=3727
ys_chip_area_sq_um=30800
synth_cell_types=92
syn_area_sq_um=30800

[worst_hold_path]
hp-class=in2out

[job]
warnings=206
maxCapViolCount=0

==> synth_stat cells, types with 7 or more instances <==
master / instances / area [sq um]
a21oi_1: 307 / 1540
o21bai_1: 122 / 916
nand2_1: 83 / 312
nor3b_1: 8 / 60.1
a21boi_0: 12 / 90.1
xor2_1: 113 / 990
a31oi_1: 13 / 81.3
o41ai_1: 7 / 61.3
xnor2_1: 328 / 2870
a221oi_1: 8 / 70.1
a21o_1: 79 / 593
nand4_1: 8 / 50.1
a31o_2: 7 / 61.3
nor2_1: 235 / 882
or2_2: 7 / 43.8
o31ai_1: 20 / 150
o21ai_0: 131 / 656
a211oi_1: 10 / 75.1
and2_1: 22 / 138
nand2b_1: 30 / 188
buf_4: 28 / 210
o21a_1: 50 / 375
nor2b_1: 38 / 238
and3_1: 20 / 125
nor4_1: 9 / 56.3
ha_1: 755 / 9450
nor3_1: 53 / 265
inv_1: 744 / 2790
nand3_1: 21 / 105
fa_1: 288 / 5770
clkbuf_1: 27 / 101
==> stage by stage <==
stage	instances	hold WS (ns)	setup WS (ns)
6_report	5029	18.61	9.96
5_1_grt	5028	18.70	9.07
4_1_cts	5028	18.63	10.01
3_5_place_dp	5028	18.63	10.12
3_3_place_gp	5028	18.62	10.16
2_1_floorplan	3734	17.57	14.05
==> per-layer routing <==
metal	up-vias	track usage
met1	11200	0.347
li1	12800	-
met5	-	0
met3	48	0.0625
met4	0	0.0311
met2	529	0.344
==> cells by family after synthesis <==
kind of cell    after synthesis  synth area share
compound gates              845             0.178
mux                           6           0.00207
buf+inv                     807             0.103
simple gates                571            0.0900
fa+ha+maj                  1045             0.495
other cells                   1          0.000122
xor+xnor                    452             0.133
==> final cells by class <==
class | count | area share
Antenna cell | 1 | 0.0000716
Timing Repair Buffer | 326 | 0.0912
Tap cell | 1030 | 0.0369
Multi-Input combinational cell | 2927 | 0.792
Inverter | 745 | 0.0800
==> final timing paths <==
path,startpoint,endpoint,cells past startpoint
max,a7_d[1],b4_d[15],55
min,a2_v,a6_b,5
==> tightest hold or removal path: cells and delay by family <==
family        cells  cell delay [ns]
buf+inv           2             0.91
simple gates      3             0.34
