--- ./config.mk ---
export PLATFORM = sky130hd
export DESIGN_NAME = SEG_rw_dp
export DESIGN_NICKNAME = SEG_rw_dp
export VERILOG_FILES = /design/flow/design.v
export SDC_FILE = /design/flow/constraint.sdc
export NUM_CORES = 4
export LEC_CHECK = 1
export CORE_UTILIZATION = 40
--- ./constraint.sdc ---
current_design SEG_rw_dp

set clk_period 31.9
set clk_io_pct 0.2

create_clock -name clk0 -period $clk_period [get_ports {clock}]

set non_clock_inputs [all_inputs -no_clocks]
set_input_delay [expr $clk_period * $clk_io_pct] -clock clk0 $non_clock_inputs
set_output_delay [expr $clk_period * $clk_io_pct] -clock clk0 [all_outputs]
--- ./design.v ---
module SEG_rw_dp (clock, reset, addr_d, dataR_d, dataW_d, write_d, state, statecase, flag_steady_0, flag_steady_1);
  parameter nelems=127;
  parameter dwidth=127;
  parameter awidth=7;
  input  clock;
  input  reset;
  input  [awidth-1:0] addr_d;
  output [dwidth-1:0] dataR_d;
  input  [dwidth-1:0] dataW_d;
  input  write_d;
  input  state;
  input  [1:0] statecase;
  output flag_steady_0;
  output flag_steady_1;
  parameter state_start = 1'd0;
  parameter state_steady = 1'd1;
  parameter statecase_stall = 2'd0;
  parameter statecase_1 = 2'd1;
  parameter statecase_2 = 2'd2;
  reg [dwidth-1:0] contents_at_addrreg_;			 
  reg [dwidth-1:0] contents [nelems-1:0];				 
  reg 	    en_;					 
  reg writereg, writereg_;
  reg [awidth-1:0] addrreg, addrreg_;
  reg [dwidth-1:0] datareg, datareg_;
  reg [dwidth-1:0] dataR_d_;
  reg flag_steady_0_;
  reg flag_steady_1_;
  reg did_goto_;
  assign dataR_d = dataR_d_;
  assign flag_steady_0 = flag_steady_0_;
  assign flag_steady_1 = flag_steady_1_;
  always @(posedge clock or negedge reset)  begin
    if (!reset)  begin
      writereg <= 'b0;
      addrreg <= 'b0;
      datareg <= 'b0;
    end
    else  begin
      if (en_) begin contents[addrreg] <= contents_at_addrreg_; end;	 
      writereg <= writereg_;
      addrreg <= addrreg_;
      datareg <= datareg_;
    end
  end   
  always @*  begin
    dataR_d_ = 'b0;
    flag_steady_0_ = 1'bx;
    flag_steady_1_ = 1'bx;
    writereg_ = writereg;
    addrreg_ = addrreg;
    datareg_ = datareg;
    en_       = 0;					 
    did_goto_ = 0;
    case (state)
      state_start:  begin
        if (statecase == statecase_1)  begin
          addrreg_ = addr_d;
          datareg_ = dataW_d;
          writereg_ = write_d;
          did_goto_ = 1;
        end
      end
      state_steady:  begin
        if (statecase == statecase_1)  begin
          flag_steady_0_ = writereg_;
          if (flag_steady_0_)  begin
            contents_at_addrreg_ = datareg_;
	    en_ = 1;					 
          end
          else  begin
            dataR_d_ = contents[addrreg];		 
          end
          addrreg_ = addr_d;
          datareg_ = dataW_d;
          writereg_ = write_d;
          did_goto_ = 1;
          did_goto_ = 1;
        end
        else if (statecase == statecase_2)  begin
          flag_steady_1_ = writereg_;
          if (flag_steady_1_)  begin
            contents_at_addrreg_ = datareg_;
	    en_ = 1;					 
          end
          else  begin
            dataR_d_ = contents[addrreg];		 
          end
          did_goto_ = 1;
        end
      end
    endcase   
  end   
endmodule   
--- ./run.sh ---
#!/bin/bash
# OpenROAD 26Q1-2900-gdf79404cd8, Yosys 0.63+post, stock flow scripts
make -C /OpenROAD-flow-scripts/flow DESIGN_CONFIG=/design/flow/config.mk WORK_HOME=/design/flow/orfs finish
==> job_summary.md <==
## Implementation flow summary

| Metric | Value |
|---|---|
| Status | did not finish |
| Last stage the flow got to | 5_1_grt |
| Error message | [ERROR GRT-0183] Net clknet_2_3_0_clock: heap underflow during 3D maze routing. |
| Cell area after technology mapping | 596,000 sq um |
| Share of the synthesized area in the top cell type | 81.3% |
| Pin count of the biggest net entering global routing | 105 |
| Number of library cell types mapped by synthesis | 95 |
| Cell total in the yosys stat output | about 32,000 |
| Number of register pins that no clock reaches | 127 |
| Global placement routability congestion | 1.10 |
| Total placed instance area | 644,000 sq um |
| Post-synthesis sequential element count | roughly 16,000 |
| Longest Clk Path Bufs | 6 |
| Site row count | 448 |
| Post-synthesis chip area from yosys | slightly below 600,000 sq um |
| Leading cell types by total area after synthesis | sky130_fd_sc_hd__edfxtp_1, sky130_fd_sc_hd__a22oi_1, sky130_fd_sc_hd__nand3_1 |
| HPWL after DPL | 2460 mm |
| Cell type contributing the most total cell area after synthesis | sky130_fd_sc_hd__edfxtp_1 |
| Y dimension of the die | 1.22 mm |
| Number of unconstrained endpoints | 16,300 |
| Setup repair bufs after CTS | 0 |
| DIE WIDTH | 1.22 mm |
| CTS buffer count | roughly 1,700 |
| Post-synthesis cell count | about 32,000 |
| Count of pins on the block boundary | 269 |
| Count of synthesis-stage warnings from yosys | 2 |
| Post-CTS Hold Fix Bufs | 0 |
| Master cell of the clock root buffer | sky130_fd_sc_hd__clkbuf_16 |
| Post-synth tally of flip-flops with integrated enable | 16,100 |
| H-tree depth | 7 |
| Number of instances resized during post-cts repair | 0 |
| Async set or reset register ratio after synthesis | 0.824% |
| Most common flop cell mapped by yosys | sky130_fd_sc_hd__edfxtp_1 |
| Mean cell area of the mapped netlist | ~18 sq um |
| Port Buffers | 268 |
| Fp util | 40.1% |
## stage by stage
step	std cells	setup WS [ps]
floorplan	32400	15140
global placement	53600	14510
detailed placement	53600	14600
CTS	56600	14570
## synth_stat cells (79+ instances only)
cell type                       n
sky130_fd_sc_hd__o22ai_1      323
sky130_fd_sc_hd__clkbuf_1     987
sky130_fd_sc_hd__mux2_2       246
sky130_fd_sc_hd__dfrtp_1      135
sky130_fd_sc_hd__a21oi_1      335
sky130_fd_sc_hd__a22oi_1     4998
sky130_fd_sc_hd__nand2_1      574
sky130_fd_sc_hd__nor3_1       344
sky130_fd_sc_hd__buf_2        892
sky130_fd_sc_hd__nand4_1     1010
sky130_fd_sc_hd__a22o_1       605
sky130_fd_sc_hd__o21ai_0      130
sky130_fd_sc_hd__a222oi_1     429
sky130_fd_sc_hd__buf_1        363
sky130_fd_sc_hd__nand3_1     1400
sky130_fd_sc_hd__a2111oi_0    253
sky130_fd_sc_hd__a221oi_1     258
sky130_fd_sc_hd__and3_1       758
sky130_fd_sc_hd__edfxtp_1   16100
sky130_fd_sc_hd__dlxtn_1      127
sky130_fd_sc_hd__or4_1        190
sky130_fd_sc_hd__nor4_1       364
sky130_fd_sc_hd__o211ai_1      92
sky130_fd_sc_hd__mux2i_1      210
sky130_fd_sc_hd__a32oi_1       86
sky130_fd_sc_hd__nor2_1       307
sky130_fd_sc_hd__o22a_1        79
## kinds of logic after synthesis
| group | count (synthesis) | synth area share [%] |
|---|---|---|
| AOI/OAI and AO/OA | 8062 | 10.4 |
| xor gates and xnor gates | 1 | 0.00147 |
| buffers and inverters | 2298 | 1.68 |
| DFF | 16300 | 81.9 |
| latches | 127 | 0.321 |
| muxes | 457 | 0.820 |
| and+or+nand+nor | 5233 | 4.90 |
